### ./design.v
`timescale 1ns / 1ps
module adder(
    input [31:0] a,
    input [31:0] b,
    output reg [31:0] c
    );
    always @(*)begin
        c=a+b;
    end
endmodule
### ./run.sh
#!/bin/bash
# OpenROAD 26Q1-2900-gdf79404cd8, Yosys 0.63+post, stock flow scripts
make -C /OpenROAD-flow-scripts/flow DESIGN_CONFIG=/design/flow/config.mk WORK_HOME=/design/flow/orfs finish
### ./config.mk
export PLATFORM = sky130hd
export DESIGN_NAME = adder
export DESIGN_NICKNAME = adder
export VERILOG_FILES = /design/flow/design.v
export SDC_FILE = /design/flow/constraint.sdc
export NUM_CORES = 4
export LEC_CHECK = 1
export CORE_AREA = 10 10 85 85
export DIE_AREA = 0 0 95 95
### ./constraint.sdc
current_design adder

set clk_period 24.1
set clk_io_pct 0.2

create_clock -name clk0 -period $clk_period

set non_clock_inputs [all_inputs -no_clocks]
set_input_delay [expr $clk_period * $clk_io_pct] -clock clk0 $non_clock_inputs
set_output_delay [expr $clk_period * $clk_io_pct] -clock clk0 [all_outputs]
==> ci_impl_report.md <==
## PnR job results

| Metric | Value |
|---|---|
| Status | complete, no violations |
| Final slew viol count | 0 |
| Post-route ant nets | 0 |
| Rows | 27 |
| Clock Buffer Count | 0 |
| Total grt overflow | 0 |
| Post-placement cell area | ~2800 µm² |
| Power Total | between 0.00008 and 0.00009 W |
| Cell with the most instances after synthesis | ha_1 |
| Chip Area, Yosys | 1740 µm² |
| Fin area | 2750 µm² |
| Gpl congestion | 0.925 |
| Synth cell count leaders | ha_1 (31), a21oi_1 (29), a21o_1 (19) |
| I/O pins | 96 |
| Slew HR | between 60 and 70% |
| Die Y | 95 µm |
| Vias | between 2000 and 2500 |
| Worst Hold Launch | b[0] |
| Routed WL | between 5 and 6 mm |
| Crit path capture type | output pin |
| Final hold vios | 0 |
| Vias per Instance | approximately 5.2 |
| Largest net degree at the start of global routing | 11 |
| Residual DRC | 0 |
| Peak fanout along the critical path | 4 |
| Worst hold endpoint | c[0] |
| Flop Count | 0 |
| CP required | 19.28 ns |
| IO Port Bufs | between 90 and 100 |
| Seq share, synth | 0% |
| PostCTS Resize Cnt | 0 |
| Synth Instances | 241 |
| Area grow syn2layout | 57.7% |
| Tot GR Track Use | 12.4% |
| Post-CTS Hold Fix Bufs | 0 |
| VDD IR-drop max | around 0.000012 V |
| Sequential cell area | 0 µm² |
| Fin crit share | 52.0% |
| WL/cell | 14.7 µm |
| # fillers | 569 |
| Hold path depth | 3 |
| 1st-pass router iterations | 4 |
| Dominant cell area share | 22.2% |
| Final hold slack | 10.67 ns |
| Chip area | 9030 µm² |
| Global-route wire length before repair | ~9.5 mm |
| Biggest area cells | ha_1 (22%), a21oi_1 (8.3%), a21o_1 (8.2%) |
| Startpoint type of the worst setup path | primary input |
| Post-CTS Setup Bufs | 0 |
| Comb. cell area | 1680 µm² |
| N_diodes | 0 |
| Top cell type by total area after synthesis | ha_1 |
| # Cells Yosys | 241 |
| Max-Cap Viols | 0 |
| Vias in the first global route | 2036 |
| RSZ-0062 raised after global routing | false |
| Initial antenna violation count | 0 |
| Fmax | 79.7 MHz |
| Tool warnings | 32 |
| Hold Path Class | in -> out |
| Cell Type Count | roughly 50 |
| Tightest Pin Transition | 0.523 ns |
| # setup viols final | 0 |
| CP Class | in -> out |
| Syn Area/Cell | 7.24 µm² |
| Share of cells above drive strength 1 | 3.07% |
| TNS Setup | 0 ns |
| Minimum clock period | 12.54 ns |
| DRT iter0 DRCs | 54 |
| Crit path DAT | 7.72 ns |
| Die Wd | about 95 µm |
| Starting density of the core | 31.9% |
| Placeable Area | 5470 µm² |
| Cell area after synthesis | roughly 1700 µm² |
| DPL Wire Length | 5.12 mm |
| Yosys Warn Count | 1 |
| Pwr/cell area | 29.1 nW/µm² |
| Leakage | around 1.2 nW |
==> power by group <==
part	leakage, nW	switching (W)	internal (W)
clock	0	0	0
sequential	0	0	0
combinational	1.18	0.0000318	0.0000483
==> kinds of logic after synthesis <==
| group | synth area share [%] |
|---|---|
| AOI/OAI and AO/OA | 39.3 |
| and+or+nand+nor | 18.3 |
| adders and majority gates | 23.4 |
| xor gates and xnor gates | 14.1 |
| buffers and inverters | 3.80 |
| muxes | 1.15 |
==> area by class of cell <==
class                      count  area share (%)
multi-input combinational    224            61.0
timing repair buffer          96            34.9
inverter                       6           0.819
tap                           72            3.27
==> layer usage <==
metal | vias to the layer above | part of all wire, % | GRT usage, %
li1 | 1103 | - | -
met1 | 913 | 48 | 16.3
met2 | 61 | 44 | 21.1
met3 | 2 | 8.0 | 2.88
met4 | 0 | 0.50 | 0.623
met5 | - | 0 | 0
==> how the worst max path moves through the flow <==
stage | start | end | slack [ns] | cells past startpoint
4_1_cts | a[0] | c[26] | 11.52 | 11
5_1_grt | a[24] | c[31] | 11.32 | 10
6_report | a[0] | c[26] | 11.56 | 11
==> critical path: stages <==
cell and delay [ns]:
clkdlybuf4s50_1 0.40, ha_1 0.24, fa_1 0.40, a21o_1 0.22, a31o_2 0.28, nand3_1 0.09, o221ai_1 0.21, a311oi_1 0.32
o21bai_1 0.10, xor2_1 0.13, clkdlybuf4s50_1 0.49
==> metrics by stage <==
stage | utilization, % | setup slack, ns | cells
after floorplan | - | 12.63 | 241
after global placement | 50.3 | 11.55 | 398
after detailed placement | 50.3 | 11.52 | 398
after CTS | 50.3 | 11.52 | 398
after global routing | 50.3 | 11.32 | 398
final | 50.3 | 11.56 | 398
==> cells in the final DEF, fill, tap and decap left out, types with 6 or more instances in the layout <==
master            n
ha_1             31
o21ai_0          13
a21oi_1          29
xnor2_1          13
clkdlybuf4s50_1  96
xor2_1           15
nand2_1          18
nand4_1           8
nand3_1          10
a21o_1           19
inv_1             6
nor2_1           12
Power and IR drop assume default switching activity.

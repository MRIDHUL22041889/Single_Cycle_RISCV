--- flow/run.sh ---
#!/bin/bash
# OpenROAD 26Q1-2900-gdf79404cd8, Yosys 0.63+post, stock flow scripts
make -C /OpenROAD-flow-scripts/flow DESIGN_CONFIG=/design/flow/config.mk WORK_HOME=/design/flow/orfs finish
--- flow/constraint.sdc ---
current_design Register_file

set clk_period 19.7
set clk_io_pct 0.2

create_clock -name clk0 -period $clk_period [get_ports {clk}]

set non_clock_inputs [all_inputs -no_clocks]
set_input_delay [expr $clk_period * $clk_io_pct] -clock clk0 $non_clock_inputs
set_output_delay [expr $clk_period * $clk_io_pct] -clock clk0 [all_outputs]
--- flow/config.mk ---
export PLATFORM = sky130hd
export DESIGN_NAME = Register_file
export DESIGN_NICKNAME = Register_file
export VERILOG_FILES = /design/flow/design.v
export SDC_FILE = /design/flow/constraint.sdc
export NUM_CORES = 4
export LEC_CHECK = 1
export CORE_UTILIZATION = 40
--- flow/design.v ---
`timescale 1ns / 1ps
module Register_file(
    input clk,reset,we3,         
    input [4:0] a1,
    input [4:0] a2,
    input [4:0] a3,
    input [31:0] wd3,
    output reg [31:0] rd1,
    output reg [31:0] rd2
);
    reg [31:0] registers [0:31];
    integer i;
    always @(posedge clk) begin
        if (reset) begin
            for (i = 0; i < 32; i = i + 1) begin
                registers[i] <= 32'b0;
            end
        end else begin
            if (we3 && (a3 != 5'd0)) begin
                registers[a3] <= wd3;
            end
        end
    end
always @(*) begin
    if (a1 == 5'd0) begin
        rd1 = 32'd0;
    end else begin
        rd1 = registers[a1];
    end
    if (a2 == 5'd0) begin
        rd2 = 32'd0;
    end else begin
        rd2 = registers[a2];
    end
end
endmodule
==> results.toml <==
# generated from flow reports
[floorplanning]
core_sq_mm = 0.134
io_pins = 114
fp-row-count = 134
die_area_sq_mm = 0.137
die_h_um = 370
fp_util_pct = 40.5
die_w_um = 370

[critical_path]
cp-end-kind = "output port"
cp_data_arrival_time_ps = 8460
startpoint = "a1[0]"
startpoint_type = "input port"
worstSetupPathType = "input port to output port"
worstPathRequired_ps = 15760
crit_path_max_fanout = 60

[detailed_routing]
ant_nets = 0
drt-wirelength-per-cell_um = 32.8
wl_mm = 177
drt_iter0_drc = 2033
drc = 0
viasPerCell = 5.98
firstDrtPassIters = 5
num_vias = 32223

[synthesis]
flop_cell = "edfxtp_1"
ys_cells = 3502
yosys_area_sq_mm = 0.0543
edf_count = 1024
syn-cell-area_sq_mm = 0.0543
ys_warn_count = 1
yosysTopAreaCell = "edfxtp_1"
synth_async_sr_flop_share_pct = 0
postSynthSeqShare_pct = 56.7
synth.area.top_cells = "edfxtp_1 57%, mux4_2 20%, and2_1 11%, mux2i_1 2.8%, clkbuf_1 1.9%"
adder_share_pct = 0
syn_area_per_cell_sq_um = 15.5
mux_share_pct = 23.0
yosysUniqueCellTypes = 42
synth_cells = 3502
synth_top_area_share_pct = 56.7
ys_sh_simple_pct = 13.3
ys_ff = 1024
synth_xor_xnor_area_share_pct = 0
ys_sh_aoi_pct = 3.65
topCombFamilyByArea = "multiplexers"

[timing]
rsz0062_at_grt = "false"
worstMarginPinSlew_ps = 1200
hold_viol = 0
setup_viol = 0
slew_viol_final = 0
fin_crit_sh_pct = 62.9
timing.final.crit_period_ps = 12400
max_freq_mhz = 80.7
finalSetupTns_ps = 0
maxSlewHeadroom_pct = 18.7

[power]
p_sw_mw = 1.27
leakage_nw = 20.6
power_frac_comb_pct = 12.2
power.internal_mw = 3.93
switching_share_pct = 24.4
p_per_area_mw_per_mm2 = 85.7
p_seq_share_pct = 49.5
ir_drop_uv = 71.2
p_clk_share_pct = 38.3

[finish]
syn_to_final_growth_pct = 11.9
top_register = "registers"
post_route_cells_drive_above_1_share_pct = 24.8
largest_reg_flops = 1024
fin_cells = 5387
post-route-util_pct = 45.3
reg.largest.list = "registers (1024)"

[global_routing]
grt_max_degree = 71
grt_pass1_vias = 35093
antenna_found_initial = 7
grt_usage_pct = 28.6
grt_pass1_wl_mm = 252
grt.overflow.total = 0

[placed_design]
place_congestion = 0.906
dp_hpwl_mm = 104
port_buffers = 113
placed_cells = 5192

[clock_network]
cts_resized = 0
htreeDepth = 3
root_buffer = "clkbuf_16"
numCtsBuffers = 105
postCtsSetupBuffers = 0
clock-sinks = 1024
clkTransAtPathRegs_ps = 60
clk_path_buf_depth = 3
cts_hold_buffers = 0
tritoncts = "built"

[status]
status = "finished clean"

[worst_hold_path]
min_path_type = "input port to flop"
min_from = "reset"

[job]
tool_warnings = 26
max_cap_viol_count = 0
[power by group through the flow]
stage	Clock [mW]	Sequential (mW)	Combinational, mW
4_1_cts	2.01	2.58	0.634
6_report	1.99	2.58	0.635
5_1_grt	2.09	2.59	0.666
[worst max-delay path: stages]
cell	delay [ps]
buf_8	520
buf_4	730
buf_4	480
buf_4	550
mux4_2	330
a22o_1	150
a2111oi_1	60
buf_4	210
nor3_1	780
clkdlybuf4s50_1	630
[cells by family after synthesis]
group | count (synthesis)
and+or+nand+nor | 1177
DFF | 1024
muxes | 652
buffers and inverters | 389
AOI/OAI and AO/OA | 259
other | 1
[final cells by class]
| type | count | area, sq um |
|---|---|---|
| well taps | 1768 | 2210 |
| diodes | 4 | 10.0 |
| clock buffers | 131 | 2770 |
| multi-input cells | 2120 | 22000 |
| inverters | 2 | 7.51 |
| flip-flops and latches | 1024 | 30700 |
| fillers | 11417 | 73300 |
| clock inverters | 60 | 566 |
| repair buffers | 278 | 2390 |
[cells in the mapped netlist (6+ instances only)]
| cell type | instances |
|---|---|
| a211oi_1 | 7 |
| o22ai_1 | 103 |
| mux4_2 | 472 |
| nor2b_1 | 14 |
| a22o_1 | 51 |
| buf_1 | 19 |
| buf_6 | 22 |
| nand2_1 | 7 |
| a22oi_1 | 16 |
| a2111oi_1 | 41 |
| edfxtp_1 | 1024 |
| mux2_2 | 30 |
| buf_4 | 39 |
| buf_2 | 35 |
| and2_1 | 995 |
| or2_2 | 33 |
| nor3_1 | 54 |
| nor4_1 | 6 |
| a21oi_1 | 12 |
| a2111oi_0 | 14 |
| mux2i_1 | 150 |
| clkbuf_1 | 272 |
| nor2_1 | 36 |
[final timing paths]
kind | to | slack (ps) | cells past startpoint
max | rd1[17] | 7300 | 10
min | registers[0][28] | 3830 | 2
[per-layer routing]
layer	wire (um)	track usage [%]	up-vias	part of all wire (%)
met2	81500	41.0	2330	46
met1	58100	34.4	15871	33
met5	306	1.22	-	0.17
li1	-	-	13624	-
met4	7230	9.13	20	4.1
met3	29800	21.0	378	17
[through the flow]
step,hold slack [ps],setup WS (ps),power [mW],area (sq um)
floorplan,4140,10220,2.97,54400
global placement,4560,7240,3.25,57400
detailed placement,4560,7200,3.25,57400
CTS,3820,7200,5.22,60700
global route,3820,6980,5.34,60700
finish,3830,7300,5.20,60700
[placed cells by master, fill, tap and decap left out, types with 4 or more instances in the layout]
cell type and n:
a21oi_1 12, mux2_2 30, nand3_1 5, clkdlybuf4s50_1 103
a2111oi_1 41, o22ai_1 103, a211oi_1 7, diode_2 4
mux4_2 472, nor4_1 5, clkbuf_16 107, o21ai_0 4
edfxtp_1 1024, clkinv_1 24, nand3b_1 5, clkinv_2 19
nor3_1 54, buf_4 164, nor2_2 15, conb_1 32
or2_2 33, nand2b_1 5, nand2_1 7, a221oi_1 4
nor2_4 17, a22o_1 51, nor2_1 4, mux2i_1 150
or3b_2 4, a32o_1 4, and2_1 994, bufinv_16 11
buf_2 4, a22oi_1 16, nor2b_1 12, a2111oi_0 14
clkbuf_1 24
Power is estimated from default activity; no workload was simulated.

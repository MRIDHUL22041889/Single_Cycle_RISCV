==> design.v <==
`timescale 1ns / 1ps
module ALU (
    input signed [31:0] a,
    input signed [31:0] b,
    input [2:0] opcode,
    input cin,
    output reg signed [31:0] out,
    output reg [2:0] status_reg=3'b000   
);
    always @(*) begin
        case (opcode)
            3'b000: begin   
                out = a + b + cin;
                status_reg[0] = (out == 0);          
                status_reg[1] = out[31];             
                status_reg[2] = (a[31] == b[31]) && (out[31] != a[31]);  
            end
            3'b001: begin   
                out = a - b - cin;
                status_reg[0] = (out == 0);
                status_reg[1] = out[31];
                status_reg[2] = (a[31] != b[31]) && (out[31] != a[31]);
            end
            3'b010: begin   
                out = a & b;
                status_reg[0] = (out == 0);
                status_reg[1] = out[31];
            end
            3'b011: begin   
                out = a | b;
                status_reg[0] = (out == 0);
                status_reg[1] = out[31];
            end
            3'b100: begin   
                out = a ^ b;
                status_reg[0] = (out == 0);
                status_reg[1] = out[31];
            end
            3'b101: begin   
                out = a << b;
                status_reg[0] = (out == 0);
                status_reg[1] = out[31];
            end
            3'b110: begin       
                    out = a >> b;
                    status_reg[0] = (out == 0);
                    status_reg[1] = out[31];
            end
            3'b111: begin             
                    out = a <<< b;
                    status_reg[0] = (out == 0);
                    status_reg[1] = out[31];
            end
            default: begin
               out = 8'b0;  
               status_reg = 3'b000;  
            end
        endcase
    end
endmodule
==> run.sh <==
#!/bin/bash
# OpenROAD 26Q1-2900-gdf79404cd8, Yosys 0.63+post, stock flow scripts
make -C /OpenROAD-flow-scripts/flow DESIGN_CONFIG=/design/flow/config.mk WORK_HOME=/design/flow/orfs finish
==> config.mk <==
export PLATFORM = sky130hd
export DESIGN_NAME = ALU
export DESIGN_NICKNAME = ALU
export VERILOG_FILES = /design/flow/design.v
export SDC_FILE = /design/flow/constraint.sdc
export NUM_CORES = 4
export LEC_CHECK = 1
export CORE_UTILIZATION = 40
==> constraint.sdc <==
current_design ALU

set clk_period 19.7
set clk_io_pct 0.2

create_clock -name clk0 -period $clk_period

set non_clock_inputs [all_inputs -no_clocks]
set_input_delay [expr $clk_period * $clk_io_pct] -clock clk0 $non_clock_inputs
set_output_delay [expr $clk_period * $clk_io_pct] -clock clk0 [all_outputs]
==> Changelog: implementation <==
### Physical design

* Primary FF master, synth: dlxtn_1
* Synth async-reset ratio at 0%
* Layout fillers at 2673
* Grt ovf at 0
* Power Density at 35.93 mW/mm²
* Post-synth area hogs: ha_1 (15%), mux4_2 (13%), a21oi_1 (8.6%), inv_1 (5.0%), o21ai_0 (4.6%)
* DP Wirelength at 43830 µm
* Hold Slack at 8873 ps
* XORs/XNORs by Area at 4.029%
* DR WL/cell at 29.57 µm
* CP startpoint kind: input pin
* CP max stage delay at 690 ps
* Most frequent logic cell in the layout: a21oi_1
* Simple share at 19.84%
* Total GRT Usage at 41.15%
* YS warnings at 1
* Die X at 164.5 µm
* Slew @ Worst Pin at 1039 ps
* WP data required at 15760 ps
* Aoi share at 32.07%
* Setup TNS at 0 ps
* Setup CP Type: in -> out
* Tot Pwr at 0.4197 mW
* Synth mux share at 18.71%
* Drt drc at 0
* Worst path top cell family by delay: AND-OR/OR-AND gates
* Final Worst Setup Slack at 5937 ps
* Critical Path AT at 9820 ps
* Die H at 164.5 µm
* Post-synth top area cell: ha_1
* Flops out of synthesis at 1
* Antenna violations before repair at 0
* I/O Pins at 103
* Buf+Inv Stages, Crit Path at 4
* CP cell instances: clkdlybuf4s50_1 > buf_4 > clkinv_1 > ha_1 > ha_1 > o211ai_1 > a21oi_1 > a31oi_1 > o21ai_0 > a211oi_1 > o2111a_1 > a311oi_1 > nand2_1 > nor4bb_1 > a41o_1 > clkdlybuf4s50_1
* Antenna Cells at 0
* Met2 global-route usage at 61.16%
* Max reg flops at 1
* Tcrit/Tclk final at 69.86%
* Vias in the first global route at 11730
* RSZ-0062 raised after global routing: false
* Iteration-0 DRC Markers at 1590
* Post-synth EDFFs at 0
* Avg Inst Size Synth at 7.101 µm²
* Netlist Area Pre-Place at 0.01056 mm²
* Endpoints left unconstrained at 2
* ANT nets after route at 0
* Synth Instances at 1487
* Register pins left without a clock at 1
* Crit path time final at 13760 ps
* Vias at 12520
* Fmax achieved at 0.07266 GHz
* # port buffers at 103
* Maxcap violations at 0
* Dpl ws at 6131 ps
* Crit end category: output pin
* Worst Path Max Fanout at 30
* Synth cell types at 82
* Comb area leader: AND-OR/OR-AND gates
* Area delta synth->final at 10.64%
* Final tally of max-slew violations at 0
* Via density at 6.795
* CP max-delay cell: ha_1
* Dominant logic cell types in the final layout: a21oi_1 (182), inv_1 (140), ha_1 (124)
* Tool warning count at 95
* Pre-antenna DRT Iters at 6
* Min-delay worst type: in -> out
* M3 GR Usage at 8.246%
* Final wirelength at 54500 µm
* Core ar. at 0.02598 mm²
* Final hold violation count at 0
* Met1 Usage GRT at 58.93%
* Synth top area share at 14.69%
* Rel. slew slack at 28.96%
* Adder share at 15.45%
* Gp weighted congestion at 1.021
* Row Count at 59
* Initial Utilization at 40.63%
* Layout cells sized above 1 at 8.090%
* Final setup fails at 0
* Busiest grt layer: met2
* Largest net degree at the start of global routing at 57
* Setup bufs post-CTS at 0
* Hold_buf cts at 0
* Status: completed
* Post-CTS resize count at 0
* VDD IR-drop max at 21.24 µV
* Yosys stat area at 0.01056 mm²
* Lkg Pwr at 4.648 nW
* # Cells Yosys at 1487
* Die ar. at 0.02705 mm²
* First-pass GRT wire length at 79190 µm
area by class of cell:
class	instances	area (µm²)	area share, %
inverter	145	544.3	4.659
multi-input combinational	1235	9513	81.43
sequential	1	15.01	0.1285
tap	335	419.2	3.588
timing repair buffer	127	1191	10.20
power by group:
group | switching (mW) | internal (mW)
Clock | 0 | 0
Combinational | 0.255 | 0.165
Sequential | 0.0000415 | 0.000333
final timing paths:
kind	end	cells past startpoint	start
setup / recovery	status_reg[0]	16	b[4]
hold / removal	out[26]	5	opcode[0]
metal layers:
metal	vias to the layer above	share of wire [%]
met5	-	0
met4	0	4.6
met3	108	9.1
met2	716	43
met1	6022	43
li1	5678	-
cells by family (layout without fill, tap and decap cells):
| logic type | Yosys count | in the layout |
|---|---|---|
| AOI/OAI and AO/OA | 529 | 529 |
| and+or+nand+nor | 421 | 421 |
| xor gates and xnor gates | 47 | 47 |
| adders and majority gates | 128 | 128 |
| muxes | 110 | 110 |
| buffers and inverters | 251 | 272 |
| latches | 1 | 1 |
metrics by stage:
| step | utilization [%] | instances | area, µm² |
|---|---|---|---|
| finish | 44.96 | 1843 | 11680 |
| global route | 44.96 | 1843 | 11680 |
| CTS | 44.96 | 1843 | 11680 |
| detailed placement | 44.96 | 1843 | 11680 |
| global placement | 44.96 | 1843 | 11680 |
| floorplan | - | 1487 | 10560 |
cells in the mapped netlist (all sizes together) (6+ instances only):
| cell type | number |
|---|---|
| nor2 | 98 |
| a211oi | 25 |
| nand4 | 27 |
| and2 | 20 |
| o21a | 13 |
| o22a | 8 |
| nand2b | 7 |
| inv | 141 |
| clkbuf | 67 |
| o211ai | 19 |
| mux2i | 26 |
| o21ai | 97 |
| xor2 | 18 |
| o31ai | 8 |
| buf | 39 |
| and3 | 18 |
| a21oi | 183 |
| o22ai | 36 |
| nor4 | 28 |
| o221ai | 10 |
| a31oi | 17 |
| nand3 | 37 |
| a221oi | 10 |
| o311ai | 7 |
| ha | 124 |
| or3 | 8 |
| mux4 | 66 |
| nor3 | 40 |
| xnor2 | 28 |
| nand2 | 103 |
| a21o | 21 |
| o21bai | 6 |
| mux2 | 18 |
| a2111oi | 8 |
Power and IR drop assume default switching activity.
